**flow/run.sh**
```bash
#!/bin/bash
# OpenROAD 26Q1-2900-gdf79404cd8, Yosys 0.63+post, stock flow scripts
make -C /OpenROAD-flow-scripts/flow DESIGN_CONFIG=/design/flow/config.mk WORK_HOME=/design/flow/orfs finish
```
**flow/config.mk**
```make
export PLATFORM = sky130hd
export DESIGN_NAME = tic_tac_toe_game
export DESIGN_NICKNAME = tic_tac_toe_game
export VERILOG_FILES = /design/flow/design.v
export SDC_FILE = /design/flow/constraint.sdc
export NUM_CORES = 4
export LEC_CHECK = 1
export CORE_UTILIZATION = 30
```
**flow/constraint.sdc**
```tcl
current_design tic_tac_toe_game

set clk_period 4.9
set clk_io_pct 0.2

create_clock -name clk0 -period $clk_period [get_ports {clock}]

set non_clock_inputs [all_inputs -no_clocks]
set_input_delay [expr $clk_period * $clk_io_pct] -clock clk0 $non_clock_inputs
set_output_delay [expr $clk_period * $clk_io_pct] -clock clk0 [all_outputs]
```
**flow/design.v**
```verilog
module tic_tac_toe_game(
     input clock,  
     input reset,
     input play,
     input pc,
     input [3:0] computer_position,player_position,
     output wire [1:0] pos1,pos2,pos3,
     pos4,pos5,pos6,pos7,pos8,pos9,
     output wire[1:0]who
     );
 wire [15:0] PC_en;
 wire [15:0] PL_en;
 wire illegal_move;  
 wire win;
 wire computer_play;
 wire player_play;  
 wire no_space;
  position_registers position_reg_unit(
      clock,
      reset,  
      illegal_move,  
      PC_en[8:0],
      PL_en[8:0],  
      pos1,pos2,pos3,pos4,pos5,pos6,pos7,pos8,pos9
      );
 winner_detector win_detect_unit(pos1,pos2,pos3,pos4,pos5,pos6,pos7,pos8,pos9,win,who);
 position_decoder pd1(computer_position,computer_play,PC_en);
 position_decoder pd2(player_position,player_play,PL_en);
  illegal_move_detector imd_unit(
   pos1,pos2,pos3,pos4,pos5,pos6,pos7,pos8,pos9,
   PC_en[8:0], PL_en[8:0],
   illegal_move
   );
 nospace_detector nsd_unit(
   pos1,pos2,pos3,pos4,pos5,pos6,pos7,pos8,pos9,
   no_space
    );
 fsm_controller tic_tac_toe_controller(
     clock,
     reset,
     play,
     pc,
     illegal_move,
     no_space,
     win,  
     computer_play,
     player_play  
     );    
endmodule
module position_registers(
      input clock,
      input reset,  
      input illegal_move,
      input [8:0] PC_en,  
      input [8:0] PL_en,
      output reg[1:0] pos1,pos2,pos3,pos4,pos5,pos6,pos7,pos8,pos9
      );
 always @(posedge clock or posedge reset)
 begin
  if(reset)
   pos1 <= 2'b00;
  else begin
   if(illegal_move==1'b1)
    pos1 <= pos1;
   else if(PC_en[0]==1'b1)
    pos1 <= 2'b10;  
   else if (PL_en[0]==1'b1)
    pos1 <= 2'b01;
   else
    pos1 <= pos1;
  end
 end
 always @(posedge clock or posedge reset)
 begin
  if(reset)
   pos2 <= 2'b00;
  else begin
   if(illegal_move==1'b1)
    pos2 <= pos2;
   else if(PC_en[1]==1'b1)
    pos2 <= 2'b10;  
   else if (PL_en[1]==1'b1)
    pos2 <= 2'b01;
   else
    pos2 <= pos2;
  end
 end
 always @(posedge clock or posedge reset)
 begin
  if(reset)
   pos3 <= 2'b00;
  else begin
   if(illegal_move==1'b1)
    pos3 <= pos3;
   else if(PC_en[2]==1'b1)
    pos3 <= 2'b10;  
   else if (PL_en[2]==1'b1)
    pos3 <= 2'b01;
   else
    pos3 <= pos3;
  end
 end
always @(posedge clock or posedge reset)
 begin
  if(reset)
   pos4 <= 2'b00;
  else begin
   if(illegal_move==1'b1)
    pos4 <= pos4;
   else if(PC_en[3]==1'b1)
    pos4 <= 2'b10;  
   else if (PL_en[3]==1'b1)
    pos4 <= 2'b01;
   else
    pos4 <= pos4;
  end
 end
 always @(posedge clock or posedge reset)
 begin
  if(reset)
   pos5 <= 2'b00;
  else begin
   if(illegal_move==1'b1)
    pos5 <= pos5;
   else if(PC_en[4]==1'b1)
    pos5 <= 2'b10;  
   else if (PL_en[4]==1'b1)
    pos5 <= 2'b01;
   else
    pos5 <= pos5;
  end
 end
 always @(posedge clock or posedge reset)
 begin
  if(reset)
   pos6 <= 2'b00;
  else begin
   if(illegal_move==1'b1)
    pos6 <= pos6;
   else if(PC_en[5]==1'b1)
    pos6 <= 2'b10;  
   else if (PL_en[5]==1'b1)
    pos6 <= 2'b01;
   else
    pos6 <= pos6;
  end
 end
 always @(posedge clock or posedge reset)
 begin
  if(reset)
   pos7 <= 2'b00;
  else begin
   if(illegal_move==1'b1)
    pos7 <= pos7;
   else if(PC_en[6]==1'b1)
    pos7 <= 2'b10;  
   else if (PL_en[6]==1'b1)
    pos7 <= 2'b01;
   else
    pos7 <= pos7;
  end
 end
always @(posedge clock or posedge reset)
 begin
  if(reset)
   pos8 <= 2'b00;
  else begin
   if(illegal_move==1'b1)
    pos8 <= pos8;
   else if(PC_en[7]==1'b1)
    pos8 <= 2'b10;
   else if (PL_en[7]==1'b1)
    pos8 <= 2'b01;
   else
    pos8 <= pos8;
  end
 end
 always @(posedge clock or posedge reset)
 begin
  if(reset)
   pos9 <= 2'b00;
  else begin
   if(illegal_move==1'b1)
    pos9 <= pos9;
   else if(PC_en[8]==1'b1)
    pos9 <= 2'b10;  
   else if (PL_en[8]==1'b1)
    pos9 <= 2'b01;
   else
    pos9 <= pos9;
  end
 end  
endmodule
module fsm_controller(
     input clock,
     input reset,
     play,
     pc,
     illegal_move,
     no_space,
     win,  
     output reg computer_play,  
     player_play  
     );
parameter IDLE=2'b00;
parameter PLAYER=2'b01;
parameter COMPUTER=2'b10;
parameter GAME_DONE=2'b11;
reg[1:0] current_state, next_state;
always @(posedge clock or posedge reset)
begin
 if(reset)
  current_state <= IDLE;
 else
  current_state <= next_state;
end
always @(*)
 begin
 case(current_state)
 IDLE: begin
  if(reset==1'b0 && play == 1'b1)
   next_state <= PLAYER;
  else
   next_state <= IDLE;
  player_play <= 1'b0;
  computer_play <= 1'b0;
 end
 PLAYER:begin
  player_play <= 1'b1;
  computer_play <= 1'b0;
  if(illegal_move==1'b0)
   next_state <= COMPUTER;  
  else
   next_state <= IDLE;
 end
 COMPUTER:begin
  player_play <= 1'b0;
  if(pc==1'b0) begin
   next_state <= COMPUTER;
   computer_play <= 1'b0;
  end
  else if(win==1'b0 && no_space == 1'b0)
  begin
   next_state <= IDLE;
   computer_play <= 1'b1;
  end
  else if(no_space == 1 || win ==1'b1)
  begin
    next_state <= GAME_DONE;  
     computer_play <= 1'b1;
    end  
   end
   GAME_DONE:begin
    player_play <= 1'b0;
    computer_play <= 1'b0;
    if(reset==1'b1)
     next_state <= IDLE;
    else
     next_state <= GAME_DONE;  
   end
   default: next_state <= IDLE;
   endcase
   end
  endmodule
  module nospace_detector(
     input [1:0] pos1,pos2,pos3,pos4,pos5,pos6,pos7,pos8,pos9,
     output wire no_space
      );
  wire temp1,temp2,temp3,temp4,temp5,temp6,temp7,temp8,temp9;
  assign temp1 = pos1[1] | pos1[0];
  assign temp2 = pos2[1] | pos2[0];
  assign temp3 = pos3[1] | pos3[0];
  assign temp4 = pos4[1] | pos4[0];
  assign temp5 = pos5[1] | pos5[0];
  assign temp6 = pos6[1] | pos6[0];
  assign temp7 = pos7[1] | pos7[0];
  assign temp8 = pos8[1] | pos8[0];
  assign temp9 = pos9[1] | pos9[0];
  assign no_space =((((((((temp1 & temp2) & temp3) & temp4) & temp5) & temp6) & temp7) & temp8) & temp9);
  endmodule
  module illegal_move_detector(
     input [1:0] pos1,pos2,pos3,pos4,pos5,pos6,pos7,pos8,pos9,
     input [8:0] PC_en, PL_en,
     output wire illegal_move
     );
  wire temp1,temp2,temp3,temp4,temp5,temp6,temp7,temp8,temp9;
  wire temp11,temp12,temp13,temp14,temp15,temp16,temp17,temp18,temp19;
  wire temp21,temp22;
  assign temp1 = (pos1[1] | pos1[0]) & PL_en[0];
  assign temp2 = (pos2[1] | pos2[0]) & PL_en[1];
  assign temp3 = (pos3[1] | pos3[0]) & PL_en[2];
  assign temp4 = (pos4[1] | pos4[0]) & PL_en[3];
  assign temp5 = (pos5[1] | pos5[0]) & PL_en[4];
  assign temp6 = (pos6[1] | pos6[0]) & PL_en[5];
  assign temp7 = (pos7[1] | pos7[0]) & PL_en[6];
  assign temp8 = (pos8[1] | pos8[0]) & PL_en[7];
  assign temp9 = (pos9[1] | pos9[0]) & PL_en[8];
  assign temp11 = (pos1[1] | pos1[0]) & PC_en[0];
  assign temp12 = (pos2[1] | pos2[0]) & PC_en[1];
  assign temp13 = (pos3[1] | pos3[0]) & PC_en[2];
  assign temp14 = (pos4[1] | pos4[0]) & PC_en[3];
  assign temp15 = (pos5[1] | pos5[0]) & PC_en[4];
  assign temp16 = (pos6[1] | pos6[0]) & PC_en[5];
  assign temp17 = (pos7[1] | pos7[0]) & PC_en[6];
  assign temp18 = (pos8[1] | pos8[0]) & PC_en[7];
  assign temp19 = (pos9[1] | pos9[0]) & PC_en[8];
  assign temp21 =((((((((temp1 | temp2) | temp3) | temp4) | temp5) | temp6) | temp7) | temp8) | temp9);
  assign temp22 =((((((((temp11 | temp12) | temp13) | temp14) | temp15) | temp16) | temp17) | temp18) | temp19);
  assign illegal_move = temp21 | temp22 ;
  endmodule
  module position_decoder(input[3:0] in, input enable, output wire [15:0] out_en);
   reg[15:0] temp1;
   assign out_en = (enable==1'b1)?temp1:16'd0;
   always @(*)
   begin
   case(in)
   4'd0: temp1 <= 16'b0000000000000001;
   4'd1: temp1 <= 16'b0000000000000010;
   4'd2: temp1 <= 16'b0000000000000100;
   4'd3: temp1 <= 16'b0000000000001000;
   4'd4: temp1 <= 16'b0000000000010000;
   4'd5: temp1 <= 16'b0000000000100000;
   4'd6: temp1 <= 16'b0000000001000000;
   4'd7: temp1 <= 16'b0000000010000000;
   4'd8: temp1 <= 16'b0000000100000000;
   4'd9: temp1 <= 16'b0000001000000000;
   4'd10: temp1 <= 16'b0000010000000000;
   4'd11: temp1 <= 16'b0000100000000000;
   4'd12: temp1 <= 16'b0001000000000000;
   4'd13: temp1 <= 16'b0010000000000000;
   4'd14: temp1 <= 16'b0100000000000000;
   4'd15: temp1 <= 16'b1000000000000000;
   default: temp1 <= 16'b0000000000000001;
   endcase
  end
  endmodule
  module winner_detector(input [1:0] pos1,pos2,pos3,pos4,pos5,pos6,pos7,pos8,pos9, output wire winner, output wire [1:0]who);
  wire win1,win2,win3,win4,win5,win6,win7,win8;
  wire [1:0] who1,who2,who3,who4,who5,who6,who7,who8;
  winner_detect_3 u1(pos1,pos2,pos3,win1,who1); 
  winner_detect_3 u2(pos4,pos5,pos6,win2,who2); 
  winner_detect_3 u3(pos7,pos8,pos9,win3,who3); 
  winner_detect_3 u4(pos1,pos4,pos7,win4,who4); 
  winner_detect_3 u5(pos2,pos5,pos8,win5,who5); 
  winner_detect_3 u6(pos3,pos6,pos9,win6,who6); 
  winner_detect_3 u7(pos1,pos5,pos9,win7,who7); 
  winner_detect_3 u8(pos3,pos5,pos6,win8,who8); 
  assign winner = (((((((win1 | win2) | win3) | win4) | win5) | win6) | win7) | win8);
  assign who = (((((((who1 | who2) | who3) | who4) | who5) | who6) | who7) | who8);
  endmodule
  module winner_detect_3(input [1:0] pos0,pos1,pos2, output wire winner, output wire [1:0]who);
  wire [1:0] temp0,temp1,temp2;
  wire temp3;
  assign temp0[1] = !(pos0[1]^pos1[1]);
  assign temp0[0] = !(pos0[0]^pos1[0]);
  assign temp1[1] = !(pos2[1]^pos1[1]);
  assign temp1[0] = !(pos2[0]^pos1[0]);
  assign temp2[1] = temp0[1] & temp1[1];
  assign temp2[0] = temp0[0] & temp1[0];
  assign temp3 = pos0[1] | pos0[0];
  assign winner = temp3 & temp2[1] & temp2[0];
  assign who[1] = winner & pos0[1];
  assign who[0] = winner & pos0[0];
  endmodule
```
==> run_results.csv <==
group,metric,value,unit
grt,first_global_vias,1506,
sta,untimed_endpoints,3,
power_and_ir_drop,internal_power,0.354,mW
synthesis,synthArstFlopShare,0.870,
power_and_ir_drop,p_sw,0.189,mW
synthesis,yosys_warnings,3,
clocking,cts_setup_buffers,0,
power_and_ir_drop,combPwrFrac,0.329,
clocking,ctsResizeCount,0,
sta,maxSlewHeadroom,0.618,
sta,skew,1.79,ps
sta,tightest_slew,568,ps
synthesis,ys_ff,23,
synthesis,synthTopCellsByArea,"dfrtp_1 31%, nor3_1 4.3%, and3_1 4.2%",
worst_hold_path,hold_depth,1,
worst_hold_path,worstHoldStart,"position_reg_unit.pos2[1]$_DFFE_PP0P_",
finish,lay_top_cells,"31 x clkdlybuf4s50_1, 20 x dfrtp_1, 14 x nor3_1",
critical_path,worstPathRequired,3920,ps
floorplan,fp_util,0.317,
power_and_ir_drop,clkPwrFrac,0.198,
placed_design,dp.cells,278,
sta,unclocked_regs,3,
critical_path,start_kind,"flop",
synthesis,edf_count,0,
grt,grt_max_degree,23,
grt,grt_use_total,0.168,
finish,drive_above_1_share,0.0758,
power_and_ir_drop,pwr-share-seq,0.473,
synthesis,top_cell_area_share,0.305,
placed_design,gp_congestion,0.909,
finish,final_common_cell,"clkdlybuf4s50_1",
critical_path,rr_worst_depth,10,
critical_path,critPathMaxFanout,10,
clocking,insertion_delay,250,ps
critical_path,end_kind,"output port",
floorplan,die_area,0.00577,mm²
detailed_routing,remaining_drc_errors,0,
critical_path,r2r_setup_slack,2200,ps
sta,hold_viol_final,0,
detailed_routing,via_count,1580,
floorplan,core_area,0.00517,mm²
critical_path,critPathKind,"reg -> out",
clocking,path_clk_slew,70,ps
synthesis,ys_types,54,
detailed_routing,via_per_inst,5.62,
finish,register_area,546,µm²
synthesis,avgSynthCellArea,8.68,µm²
grt,antenna_found_initial,0,
floorplan,rows,26,
worst_hold_path,hold_class,"reg -> reg",
floorplan,die_x,75.9,µm
detailed_routing,dr.pass1.iters,4,
detailed_routing,drtAntennaViolNets,0,
finish,area_delta_synth_final,22.0,%
synthesis,synth_area,0.00164,mm²
synthesis,yosys_cells,189,
grt,grt.overflow.total,0,
critical_path,r2r_start,"tic_tac_toe_controller.current_state[0]$_DFF_PP0_",
floorplan,fp.dieH,75.9,µm
synthesis,synth-main-ff-cell,"dfrtp_1",
worst_hold_path,min_to,"position_reg_unit.pos2[1]$_DFFE_PP0P_",
finish,fill_cells,519,
placed_design,port_buffers,31,
finish,post-route-util,0.387,
sta,setup_viol,0,
sta,finalCritPeriodShare,0.716,
grt,grt_pass1_wl,7.78,mm
power_and_ir_drop,ir_drop,121,µV
clocking,numCtsBuffers,3,
sta,fmax,285,MHz
clocking,hold_buffers,0,
synthesis,yosys.stat.chipArea,0.00164,mm²
clocking,cts_tree,"yes",
synthesis,largest_area_cell,"dfrtp_1",
finish,final_cell_count_no_fill,281,
sta,rsz0062_at_grt,"no",
run_status,status,"complete, no violations",
detailed_routing,wl_per_cell,15.9,µm
clocking,htree_levels,1,
sta,fin_crit,3510,ps
detailed_routing,wirelength,4.48,mm
placed_design,place_hpwl,3.32,mm
run,drv_cap,0,
run,warnings,25,
sta,fin_setup_tns,0,ps
critical_path,cp.arrival,2530,ps
finish,comb_area,987,µm²
power_and_ir_drop,switching_share,0.349,
detailed_routing,detail_route.iter0.violations,108,
critical_path,r2r-end,"tic_tac_toe_controller.current_state[1]$_DFF_PP0_",
clocking,cts-root-buf,"clkbuf_8",
power_and_ir_drop,power.density,271,mW/mm²
floorplan,num_io_pins,32,
clocking,clk_path_buf_depth,2,
detailed_routing,diodes,0,
sta,slew_viol_final,0,
synthesis,synth_cells,189,
power_and_ir_drop,cellLeakagePower,0.858,nW
[area by class of cell]
type	count	area share
Clock buffer	3	0.0206
Timing Repair Buffer	32	0.159
Inverter	6	0.0113
Sequential cell	23	0.272
Tap cell	70	0.0438
Multi-Input combinational cell	147	0.493
[power groups by stage]
stage / clock network, mW / registers [mW] / logic [mW]
CTS: 0.109 / 0.256 / 0.180
global route: 0.115 / 0.265 / 0.200
finish: 0.108 / 0.257 / 0.179
[flip-flops by register name, summed over array words and instances, names as in the netlist]
register / cells
position_reg_unit.pos9: 2
tic_tac_toe_controller.computer_play: 1
position_reg_unit.pos7: 2
position_reg_unit.pos6: 2
tic_tac_toe_controller.current_state: 2
position_reg_unit.pos5: 2
position_reg_unit.pos3: 2
tic_tac_toe_controller.next_state: 2
position_reg_unit.pos1: 2
position_reg_unit.pos4: 2
position_reg_unit.pos2: 2
position_reg_unit.pos8: 2
[kinds of logic after synthesis]
kind of cell | after synthesis | synth area share
and+or+nand+nor | 93 | 0.334
AOI/OAI and AO/OA | 49 | 0.233
buffers and inverters | 21 | 0.0702
DFF | 20 | 0.305
latches | 3 | 0.0275
muxes | 2 | 0.0275
other | 1 | 0.00229
[metrics by stage]
step | power [mW] | worst slack [ps] | cell area (µm²) | hold slack (ps)
2_1_floorplan | 0.349 | 2080 | 1650 | 527
3_3_place_gp | 0.438 | 1280 | 1960 | 645
3_5_place_dp | 0.438 | 1270 | 1960 | 631
4_1_cts | 0.545 | 1380 | 2000 | 655
5_1_grt | 0.580 | 1220 | 2000 | 710
6_report | 0.543 | 1390 | 2000 | 667
[synthesized netlist by cell type (all sizes together), types with 6 or more instances]
cell type,count
dfrtp,20
nor2,15
nor3,15
and3,11
nand2,11
buf,10
nand3,9
nor2b,8
o21ai,8
inv,6
[critical path, cell delays in order (launching register included)]
cell             delay, ps
dfrtp_1                530
and3_1                 260
o22ai_1                160
a21oi_1                 90
or3_1                  460
a221o_1                370
clkdlybuf4s50_1        400
[worst max path at each step]
stage                                                 start      to  slack (ps)
after CTS             position_reg_unit.pos1[0]$_DFFE_PP0P_  who[0]        1380
after global routing  position_reg_unit.pos1[0]$_DFFE_PP0P_  who[0]        1220
final                 position_reg_unit.pos1[0]$_DFFE_PP0P_  who[0]        1390
[metal layers]
layer  part of all wire  vias up  global-route usage
li1                   -      772                   -
met2               0.45       57               0.245
met3              0.069        4              0.0269
met4             0.0069        0              0.0192
met5                  0        -                   0
met1               0.48      747               0.276
Power figures rest on the tool's default switching activity, not on a simulated workload.
